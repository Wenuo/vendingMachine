==> flow/design.v <==
`timescale 1ns / 1ps
module digitaltube(
  input clk,
  input rst,
  input [7:0]goods_money,
  input [11:0] money,
  input [11:0] small_change,
  input [1:0] state,
  output reg [6:0] duan,
  output reg [6:0] duan1,
  output reg [1:0] digital_tube_goods,
  output reg [2:0] digital_tube_cash,
  output reg [2:0] digital_tube_change
    );
    reg [19:0] cnt;
    reg [2:0]  goods_wei ;
    reg [3:0]  Dn;
    reg [3:0]  Dn2;
    reg [7:0]  wei;
    always @(posedge clk or negedge rst)
        begin
            if(!rst)
                goods_wei <= 3'b0;
            else
            begin
                goods_wei <= goods_wei +1'b1; 
                            if(goods_wei == 3'd7)
                                     goods_wei <= 3'b0;
             end    
        end
   always @(posedge clk or negedge rst)
            if(!rst)
                cnt <= 0;
            else
                cnt <= cnt+1;     
    always @(posedge clk or negedge rst)
        begin
            if(!rst)
                begin
                    digital_tube_goods <= 2'b11;
                    digital_tube_cash <= 3'b111;
                    digital_tube_change <= 3'b111;
                end
            else
                begin      
                    case (goods_wei)
                        3'b000: begin   digital_tube_goods  <= 2'b01;   digital_tube_cash   <= 3'b000;digital_tube_change <= 3'b000;end
                        3'b001: begin   digital_tube_goods  <= 2'b10;   digital_tube_cash   <= 3'b000;digital_tube_change <= 3'b000;end
                        3'b010: begin   digital_tube_cash   <= 3'b001;  digital_tube_change <= 3'b000;digital_tube_goods  <= 2'b00;end
                        3'b011: begin   digital_tube_cash   <= 3'b010;  digital_tube_change <= 3'b000;digital_tube_goods  <= 2'b00;end
                        3'b100: begin   digital_tube_cash   <= 3'b100;  digital_tube_change <= 3'b000;digital_tube_goods  <= 2'b00;end
                        3'b101: begin   digital_tube_change <= 3'b001; digital_tube_cash   <= 3'b000;digital_tube_goods  <= 2'b00;end
                        3'b110: begin   digital_tube_change <= 3'b010;  digital_tube_cash   <= 3'b000;digital_tube_goods  <= 2'b00; end
                        3'b111: begin digital_tube_change <= 3'b100;  digital_tube_cash   <= 3'b000;digital_tube_goods  <= 2'b00;end
                        default: begin digital_tube_goods <= 2'b00;digital_tube_cash <= 3'b000;digital_tube_change <= 3'b000;end              
                    endcase 
                    wei <= {digital_tube_change,digital_tube_cash,digital_tube_goods};
                end
        end
        always @(posedge clk or negedge rst)
            begin
                if(!rst)
                    begin
                        Dn <= 0;
                        Dn2 <= 0;
                    end
                 else
                    begin
                        case(wei)
                            8'b0000_0001:Dn <= goods_money[3:0];
                            8'b0000_0010:Dn <= goods_money[7:4];
                            8'b0000_0100:Dn <= money[3:0];
                            8'b0000_1000:Dn <= money[7:4];
                            8'b0001_0000:Dn2 <= money[11:8];
                            8'b0010_0000:begin 
                                                        if(state == 2'b00)
                                                                Dn2 <= small_change[3:0];
                                                        else
                                                                Dn2 <= 4'b0000;
                                                     end
                            8'b0100_0000:begin
                                                        if(state == 2'b00)
                                                            Dn2 <= small_change[7:4];
                                                        else
                                                            Dn2 <= 4'b0000;
                                                    end
                           8'b1000_0000:begin
                                                         if(state == 2'b00)
                                                                 Dn2 <= small_change[11:8];
                                                         else
                                                                 Dn2 <= 4'b0000;
                                                    end
                        default;
                        endcase
                    end
            end
           always @(posedge clk or negedge rst)
            begin
                if(!rst)
                    begin
                    duan <= 7'b1111111;
                    duan1 <= 7'b1111111;
                    end
               else
                    begin
                        case(Dn)
                            4'b0000: begin duan =    7'b1111_110; end 
                            4'b0001: begin duan =    7'b0110_000; end  
                            4'b0010: begin duan =    7'b1101_101; end   
                            4'b0011: begin duan =    7'b1111_001; end   
                            4'b0100: begin duan =    7'b0110_011; end 
                            4'b0101: begin duan =    7'b1011_011; end 
                            4'b0110: begin duan =    7'b1011_111; end   
                            4'b0111: begin duan =    7'b1110_000; end  
                            4'b1000: begin duan =    7'b1111_111; end 
                            4'b1001: begin duan =    7'b1111_011; end   
                         default: begin duan =    7'b1111_111; end  
                        endcase
                        case(Dn2)
                            4'b0000: begin duan1 =    7'b1111_110; end  
                            4'b0001: begin duan1 =    7'b0110_000; end 
                            4'b0010: begin duan1 =    7'b1101_101; end   
                            4'b0011: begin duan1 =    7'b1111_001; end  
                            4'b0100: begin duan1 =    7'b0110_011; end 
                            4'b0101: begin duan1 =    7'b1011_011; end
                            4'b0110: begin duan1 =    7'b1011_111; end  
                            4'b0111: begin duan1 =    7'b1110_000; end   
                            4'b1000: begin duan1 =    7'b1111_111; end 
                            4'b1001: begin duan1 =    7'b1111_011; end   
                         default: begin duan1 =    7'b1111_111; end  
                        endcase
                    end
            end
endmodule
==> flow/run.sh <==
#!/bin/bash
# OpenROAD 26Q1-2900-gdf79404cd8, Yosys 0.63+post, stock flow scripts
make -C /OpenROAD-flow-scripts/flow DESIGN_CONFIG=/design/flow/config.mk WORK_HOME=/design/flow/orfs finish
==> flow/config.mk <==
export PLATFORM = sky130hd
export DESIGN_NAME = digitaltube
export DESIGN_NICKNAME = digitaltube
export VERILOG_FILES = /design/flow/design.v
export SDC_FILE = /design/flow/constraint.sdc
export NUM_CORES = 4
export LEC_CHECK = 1
export CORE_UTILIZATION = 50
==> flow/constraint.sdc <==
current_design digitaltube

set clk_period 2.7
set clk_io_pct 0.2

create_clock -name clk0 -period $clk_period [get_ports {clk}]

set non_clock_inputs [all_inputs -no_clocks]
set_input_delay [expr $clk_period * $clk_io_pct] -clock clk0 $non_clock_inputs
set_output_delay [expr $clk_period * $clk_io_pct] -clock clk0 [all_outputs]
==> flow_summary.toml <==
# physical design summary
[pwr]
switchingPower_mw = 0.365
comb_power_share = 0.160
max-vdd-ir-drop_uv = 437
clock_power_share = 0.372
p_seq_frac = 0.469
power.leakage_nw = 1.22
pwr_density_cell_nw_per_um2 = 549
p_int_mw = 1.24
switching_share = 0.227

[synth]
synthCells = 209
synth_warnings = 1
async_reset_ff_frac = 0.805
flop_cell = "dfstp_2"
edf_count = 8
synth_seq_share = 0.498
synth.distinct_cells = 36
yosys_area_um2 = 2200
syn_avg_cell_area_um2 = 10.5
netlist_area_um2 = 2200
synth_stat.cells = 209
ys_seq_elements = 41

[global_route]
grt_pass1_vias = 1526
grt_remaining_overflow = 0
grt_max_degree = 23
gr-usage-all-layers = 0.204
antenna_found_initial = 0
grt_pass1_wl_mm = 6.82

[timing]
finalClockSkew_ns = 0.00758
fin_setup_tns_ns = 0
max_slew_margin = 0.658
rsz0062_at_grt = "false"
worst_slew_pin_slew_ns = 0.512
finalSetupViolations = 0
final_hold_viol_count = 0
max_freq_ghz = 0.545
finalWorstSetupSlack_ns = 0.865
period_used_share = 0.680
timing.hold.ws_ns = 0.173
fin_crit_ns = 1.84
drv_slew = 0

[setup_path]
rrSetupSlack_ns = 0.88
reg2reg_depth = 4
arrival_ns = 1.30
crit_required_ns = 2.16
path_buffers = 1
critical-path-top-delay-family = "flip-flops"
crit_chain = "clkdlybuf4s50_1"
crit_fanout = 2
slowest_stage = "dfstp_2"
critical_path_class = "flop to output port"
cp.depth = 1
end_kind = "output port"
r2r_end = "Dn[1]"
crit_path_start_kind = "flop"
r2r_start = "wei[7]"
max_stage_delay_ns = 0.54

[drt]
n_antenna_cell = 0
wl_per_cell_um = 12.7
wirelength_mm = 4.03
dr_total_vias = 1665
drc_errors = 0
dr.pass1.iters = 4
drtAntennaViolNets = 0
vias_per_cell = 5.24
drt_iter0_drc = 74

[clock_network]
postCtsSetupBuffers = 0
htree_levels = 2
cts_buffers = 5
cts_tree = "built"
cts_root_buf = "clkbuf_8"
worstSkewPairLatency_ns = 0.30
hold_buffers = 0
clock_path_buffers = 2
clk_pin_slew_ns = 0.08
cts_resized = 0
clock-sinks = 41

[layout]
ff_latch_area_um2 = 1090
area_growth_pct = 33.3
logic_area_um2 = 991
final_util = 0.712
drive_above_1_share = 0.134
nFillCells = 291
instances_no_fill = 318

[floorplanning]
dieHeight_um = 68.3
io-pin-count = 58
die_w_um = 68.3
fp_util = 0.534
rows = 23
chipArea_um2 = 4660
core_region_area_um2 = 4120

[placement]
dp_hpwl_mm = 2.96
port_buffers = 57
place_ws_ns = 0.810
dp.cells = 310
place_congestion = 0.858

[run]
max-cap-violations = 0
warnings = 40

[hold_path]
hold_path_class = "input port to async pin"

[status]
status = "finished clean"
per-stage QoR:
stage                     total power [mW]  area [um2]
after floorplan                      0.863        2200
after global routing                  1.70        2930
final                                 1.61        2930
after detailed placement              1.02        2790
after CTS                             1.62        2930
after global placement                1.02        2790
worst max path at each step:
| stage | start | end | slack (ns) |
|---|---|---|---|
| CTS | digital_tube_change[0] | digital_tube_change[0] | 0.85 |
| global route | wei[7] | Dn[0] | 0.77 |
| finish | digital_tube_change[0] | digital_tube_change[0] | 0.86 |
state kept, by name (all words and copies together) (netlist names):
name and flops:
digital_tube_change 3, wei 8, Dn 4, goods_wei 3, Dn2 4, digital_tube_cash 3
digital_tube_goods 2, duan 7, duan1 7
layer usage:
| layer | track usage | up-vias | wire (um) |
|---|---|---|---|
| li1 | - | 846 | - |
| met1 | 0.316 | 764 | 1910 |
| met2 | 0.325 | 49 | 1850 |
| met3 | 0.0389 | 6 | 226 |
| met4 | 0.0208 | 0 | 43 |
| met5 | 0 | - | 0 |
cell type report:
| type | instances | share of cell area |
|---|---|---|
| Sequential cell | 41 | 0.373 |
| Multi-Input combinational cell | 142 | 0.338 |
| Timing Repair Buffer | 58 | 0.196 |
| Inverter | 19 | 0.0243 |
| Clock buffer | 5 | 0.0235 |
| Clock inverter | 3 | 0.0235 |
| Tap cell | 50 | 0.0214 |
cell usage after synthesis (5+ instances only):
cell | number | share of area
o21ai_0 | 15 | 0.034
inv_1 | 19 | 0.032
dfrtp_1 | 11 | 0.13
edfxtp_1 | 8 | 0.11
o21ai_1 | 10 | 0.023
dfstp_2 | 22 | 0.26
nor2b_1 | 5 | 0.014
nand3b_1 | 9 | 0.031
or3b_1 | 9 | 0.036
and2_1 | 7 | 0.020
ha_1 | 18 | 0.10
nor2_1 | 7 | 0.012
a21oi_1 | 15 | 0.034
nand2_1 | 21 | 0.036
cells in the final DEF (no fill, tap or decap), types with 2 or more instances in the layout:
cell,count
xor2_1,2
o21ai_0,15
and2_1,7
a32oi_1,4
nand2_1,21
nand3_1,2
o21ai_1,10
clkbuf_8,5
ha_1,18
edfxtp_1,8
inv_1,19
dfstp_2,22
a32o_1,4
nor4b_1,2
clkdlybuf4s50_1,56
nand3b_1,9
or3b_1,9
dfrtp_1,11
nor2_1,7
a21oi_1,15
nor2b_1,5
bufinv_16,2
power by group through the flow:
stage,sequential [mW],clock [mW],combinational [mW]
4_1_cts,0.754,0.609,0.260
5_1_grt,0.764,0.635,0.298
6_report,0.754,0.598,0.257
kinds of logic after synthesis:
| family | share of synthesized area |
|---|---|
| and+or+nand+nor | 0.194 |
| AOI/OAI and AO/OA | 0.147 |
| DFF | 0.498 |
| buffers and inverters | 0.0513 |
| adders and majority gates | 0.103 |
| xor gates and xnor gates | 0.00797 |
worst register-to-register path: cells and delay by family, from the launching register on:
| family | cells | cell delay (ns) |
|---|---|---|
| compound gates | 2 | 0.49 |
| flops | 1 | 0.58 |
| simple gates | 2 | 0.66 |
Power is estimated from default activity; no workload was simulated.
