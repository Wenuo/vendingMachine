==> design/flow/design.v <==
`timescale 1ns / 1ps
module cashInput(
    input clk,
    input rst,
      (* clock_buffer_type = "none"*)  input [5:0] cash_Input,
    output reg [11:0] currency, 
    output  [5:0] cash_led 
    );
    reg [2:0] money_1_yuan   =  3'b0;
    reg [2:0] money_5_yuan   =  3'b0;
    reg [2:0] money_10_yuan  =  3'b0;
    reg [2:0] money_20_yuan  =  3'b0;
    reg [2:0] money_50_yuan  =  3'b0;
    reg [2:0] money_100_yuan =  3'b0;
    reg [7:0] total_amount  = 8'b0;
    always @(posedge cash_Input[0] or negedge rst)
        begin
            if(!rst)
            begin
                money_1_yuan <= 3'd0;
            end
            else if(cash_Input[0])
                        begin
                        money_1_yuan <= money_1_yuan + 1'b1;
                        end    
        end
    always @(posedge cash_Input[1] or negedge rst)
            begin
                if(!rst)
                begin
                    money_5_yuan   <=   3'd0;
                end
                else 
                  begin
                    if(cash_Input[1])
                    begin
                        money_5_yuan    <=  money_5_yuan + 1'b1;
                    end
                  end
            end
    always @(posedge cash_Input[2] or negedge rst)
                  begin
                      if(!rst)
                      begin
                          money_10_yuan   <=   3'd0;
                      end
                      else 
                        begin
                        if(cash_Input[2])
                          begin
                              money_10_yuan    <=  money_10_yuan + 1'b1;
                          end
                         end
                  end
    always @(posedge cash_Input[3] or negedge rst)
                          begin
                              if(!rst)
                              begin
                                  money_20_yuan <= 3'd0;
                              end
                              else 
                                begin
                                   if(cash_Input[3])
                                      begin
                                          money_20_yuan <= money_20_yuan + 1'b1;
                                      end
                                 end
                          end
    always @(posedge cash_Input[4] or negedge rst)
                   begin
                         if(!rst)
                         begin
                                 money_50_yuan   <=   3'd0; 
                         end
                         else 
                         begin
                            if(cash_Input[4])
                                begin
                                     money_50_yuan    <=  money_50_yuan + 1'b1;
                                end
                          end
                   end
    always @(posedge cash_Input[5] or negedge rst)
                   begin
                        if(!rst)
                            begin
                                  money_100_yuan   <=   4'd0;
                            end
                         else 
                         begin
                            if(cash_Input[5])
                                  begin
                                         money_100_yuan    <=  money_100_yuan + 1'b1;
                                    end
                               end
                         end        
   always @(posedge clk or negedge rst)
    begin
        if(!rst)
            total_amount <= 0;
        else
        begin
         total_amount   =  money_1_yuan + money_5_yuan *5 + money_10_yuan * 10 + money_20_yuan *20 + money_50_yuan*50 + money_100_yuan *100;
        end
       end
        integer i ;
    always @(total_amount)
        begin
            currency = 12'd0;
                for (i = 7; i>=0; i = i-1)
                    begin
                        if(currency[11:8]   >= 5)
                            currency[11:8] = currency[11:8] +3;
                        if(currency[7:4] >= 5)
                            currency[7:4] = currency[7:4] + 3;
                        if(currency[3:0] >= 5)
                            currency[3:0] = currency[3:0] + 3; 
                        currency[11:8] = currency[11:8] << 1;
                        currency[8] = currency[7];
                        currency[7:4] = currency[7:4] << 1;
                        currency[4] = currency[3];
                        currency[3:0] = currency[3:0] << 1;
                        currency[0] = total_amount[i];   
                    end
        end
        assign cash_led = cash_Input;
endmodule
==> design/flow/run.sh <==
#!/bin/bash
# OpenROAD 26Q1-2900-gdf79404cd8, Yosys 0.63+post, stock flow scripts
make -C /OpenROAD-flow-scripts/flow DESIGN_CONFIG=/design/flow/config.mk WORK_HOME=/design/flow/orfs finish
==> design/flow/config.mk <==
export PLATFORM = sky130hd
export DESIGN_NAME = cashInput
export DESIGN_NICKNAME = cashInput
export VERILOG_FILES = /design/flow/design.v
export SDC_FILE = /design/flow/constraint.sdc
export NUM_CORES = 4
export LEC_CHECK = 1
export CORE_UTILIZATION = 30
==> design/flow/constraint.sdc <==
current_design cashInput

set clk_period 6.9
set clk_io_pct 0.2

create_clock -name clk0 -period $clk_period [get_ports {cash_Input}]
create_clock -name clk1 -period $clk_period [get_ports {clk}]

set non_clock_inputs [all_inputs -no_clocks]
set_input_delay [expr $clk_period * $clk_io_pct] -clock clk0 $non_clock_inputs
set_output_delay [expr $clk_period * $clk_io_pct] -clock clk0 [all_outputs]
==> run notes <==
fresh numbers from the pnr run: status finished, final reports clean, worst path bufs/invs 4, Yosys warnings 1, average wire per standard cell 12.2 µm, data required time of the worst path 5.52 ns, remaining global-route overflow 0, endpoint of the worst hold path money_1_yuan[2]$_DFF_PN0_, number of I/O pins 26, kind of capture point of the worst setup path output port, number of hold violations in the final report 0, number of maximum-capacitance violations 0, register bit total from synthesis 26, signed area change from the synthesized netlist to the final layout 32.4%, hold depth 1, cells after synthesis 278, Critical Path Max Stage Delay 0.47 ns, Worst-path clk slew 0.04 ns, launching element of the worst setup path total_amount[5]$_DFF_PN0_, fp util 31.5%, gate family responsible for the most delay along the worst path AND-OR/OR-AND gates, HPWL reported at the end of detailed placement 3.84 mm, sequential element share of the synthesized area 23.2%, Fin Setup TNS 0 ns, kind of critical path reg -> out, critical path depth 24, vias per std cell 4.93, number of global-route vias before repair 2352, number of non-filler instances in the completed layout 442, proportion of layout cells with a drive suffix above 1 23.1%, CTS tree done, number of synthesized flops with an enable pin 0, core area 8890 µm², routed vias 2181, maximum vdd drop 258 µV, worst reg2reg path startpoint money_10_yuan[0]$_DFF_PN0_, antenna violations before repair 0, overall power of the completed layout 804 µW, Cell Type Count 62, total cells reported by yosys after synthesis 278, Most common cell on crit path sky130_fd_sc_hd__ha_1, cell area power density 217 nW/µm², post-layout instance area 3710 µm², Max-Slew Margin vs Limit 62.9%, wire length of the first global-routing pass 9.45 mm, n_diodes 0, worst-margin pin slew 0.552 ns, final count of pins violating max slew 0, PortBufs 17, top fanout value on the critical path 8, Leak Pwr 1.89 nW, RD Place Congestion 0.873, top_reg_cell synth sky130_fd_sc_hd__dfrtp_1, Hold-fix buffers, CTS 0, number of cell rows 34, launch point of the worst hold path money_1_yuan[2]$_DFF_PN0_, hold_ws 0.465 ns, area share, top type 23.2%, height of the chip 98.7 µm, data arrival time of the worst path 5.14 ns, capture instance of the worst register-to-register path total_amount[7]$_DFF_PN0_, Avg Synthesized Cell Area 10.1 µm², Post-Route Skew 0.000606 ns, total global-route track usage 12.3%, count of routing violations after the opening detailed-route iteration 55, cells on worst reg2reg path 14, register-to-register setup slack 2.92 ns, placement-stage cell area 3050 µm², share of flip-flops with an asynchronous set or reset after synthesis 100%, maximum number of pins on one net before global-route repair 27, stage-log warning count 231, count of nets left with antenna violations after detail routing 0, synthesized chip area reported by yosys 2800 µm², leading area contributor after synthesis sky130_fd_sc_hd__dfrtp_1, class of the worst hold path reg -> reg, cell breakdown of the critical path inv_1 > ha_1 > inv_1 > ha_1 > a21o_4 > xnor2_4 > ha_1 > nor2b_4 > a211o_2 > a211oi_4 > inv_1 > ha_1 > nor2b_4 > nor2_1 > mux2i_4 > nand2_1 > ha_1 > a21o_2 > nand2_1 > o21a_1 > a221o_1 > nand3_1 > o21ai_0 > clkdlybuf4s50_1, die span in x 98.7 µm, slowest stage cell, crit path sky130_fd_sc_hd__clkdlybuf4s50_1, most area-consuming cells after synthesis sky130_fd_sc_hd__dfrtp_1 (23%), sky130_fd_sc_hd__ha_1 (17%), sky130_fd_sc_hd__fa_1 (13%), critical path launch point type flip-flop, cell area after synthesis 2800 µm², placed cell count 394, Routed WL 5.38 mm, detailed-route DRC error count 0, setup-violating endpoint count in the final report 0, TritonRoute pass-1 iters 4, chip footprint 9740 µm²
per-layer routing:
layer  share of wire [%]  vias up  track usage [%]
met3                 5.1       14             4.62
li1                    -     1079                -
met5                   0        -                0
met1                  45     1020             15.9
met2                  47       68             17.8
met4                 2.9        0             7.46
report_power, final:
group	leakage [nW]	switching, mW	total, mW	internal, mW
Sequential	0.351	0	0.154	0.154
Combinational	1.23	0.00290	0.00377	0.000867
Clock	0.311	0.0978	0.646	0.549
Total	1.89	0.101	0.804	0.703
how the worst max path moves through the flow:
stage         slack [ns]     endpoint
finish              0.38  currency[6]
global route       -0.02  currency[6]
CTS                 0.07  currency[6]
cell usage after synthesis (3+ instances only):
cell and n:
sky130_fd_sc_hd__fa_1 18, sky130_fd_sc_hd__clkbuf_1 3, sky130_fd_sc_hd__ha_1 37, sky130_fd_sc_hd__nand4_1 4, sky130_fd_sc_hd__nor2_1 12, sky130_fd_sc_hd__o2111ai_1 3
sky130_fd_sc_hd__o22ai_1 3, sky130_fd_sc_hd__dfrtp_1 26, sky130_fd_sc_hd__buf_4 9, sky130_fd_sc_hd__o21ai_0 4, sky130_fd_sc_hd__inv_1 39, sky130_fd_sc_hd__xor2_1 9
sky130_fd_sc_hd__xnor2_1 13, sky130_fd_sc_hd__nand2_1 13, sky130_fd_sc_hd__nor3_1 4, sky130_fd_sc_hd__mux2i_1 5, sky130_fd_sc_hd__o21bai_1 6, sky130_fd_sc_hd__o21a_1 3
sky130_fd_sc_hd__a21oi_1 14
state kept, by name, summed over array words and instances, names as in the netlist:
| signal | cells |
|---|---|
| total_amount | 8 |
| money_100_yuan | 3 |
| money_10_yuan | 3 |
| money_1_yuan | 3 |
| money_20_yuan | 3 |
| money_50_yuan | 3 |
| money_5_yuan | 3 |
cell type report:
type | instances | area (µm²)
Sequential cell | 26 | 652
Timing Repair Buffer | 16 | 148
Inverter | 39 | 146
Tap cell | 108 | 135
Multi-Input combinational cell | 202 | 2010
Fill cell | 841 | 5180
Clock buffer | 51 | 619
metrics by stage:
step / setup WS [ns] / utilization, %
after floorplan: 1.15 / -
after global placement: 0.329 / 34.3
after detailed placement: 0.190 / 34.3
after CTS: 0.0719 / 40.6
after global routing: -0.0209 / 41.7
final: 0.378 / 41.7
logic make-up after synthesis:
group / synth area share, %
AND/OR/NAND/NOR: 9.59
flip-flops: 23.2
multiplexers: 2.99
buffers and inverters: 8.03
other: 0.134
AND-OR/OR-AND: 19.2
adder cells (fa/ha/maj): 29.4
XOR/XNOR: 7.45
layout by cell type (no fill, tap or decap), types with 5 or more instances in the layout:
cell type,n
sky130_fd_sc_hd__xnor2_1,13
sky130_fd_sc_hd__xor2_1,9
sky130_fd_sc_hd__nor2_1,12
sky130_fd_sc_hd__clkbuf_8,39
sky130_fd_sc_hd__clkbuf_1,6
sky130_fd_sc_hd__dfrtp_1,25
sky130_fd_sc_hd__fa_1,18
sky130_fd_sc_hd__ha_1,37
sky130_fd_sc_hd__nand2_1,12
sky130_fd_sc_hd__o21bai_1,6
sky130_fd_sc_hd__buf_4,5
sky130_fd_sc_hd__clkdlybuf4s50_1,17
sky130_fd_sc_hd__a21oi_1,13
sky130_fd_sc_hd__inv_1,39
repair_timing:
item	CTS	global route
buffers inserted	0	3
gates resized	1	14
gates cloned	0	0
endpoints found under the setup margin	1	8
Power figures rest on the tool's default switching activity, not on a simulated workload.
